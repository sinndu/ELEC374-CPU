<file path="flow/run.sh">
#!/bin/bash
# OpenROAD 26Q1-2900-gdf79404cd8, Yosys 0.63+post, stock flow scripts
make -C /OpenROAD-flow-scripts/flow DESIGN_CONFIG=/design/flow/config.mk WORK_HOME=/design/flow/orfs finish
</file>
<file path="flow/design.v">
module control_unit(
    input clock, reset,
    input stop,
    input CON_FF,
    input [31:0] IR,
    output     HIin, LOin, CONin,
               PCin, IRin,
               Yin, Zin,
               MARin, MDRin, 
               OutPortin, InPortout,
               Read, Write,
               Cout, BAout,
               PCout,
               MDRout, 
               ZHighout, ZLowout,
               HIout, LOout,
               Rin, Rout,
               Gra, Grb, Grc, Glr,
    output [3:0] ALU_op,
    output reg clear,
    output reg tb_stop,
	 output wire run
);
parameter N_STATES  = 8;
parameter N_SIGNALS = 32; 
parameter N_INSTRS  = 28;
reg [N_SIGNALS-1:0] ctrl_rom [0:N_INSTRS-1][0:N_STATES-1];
parameter s_HIin         = 32'h00000001,
          s_LOin         = 32'h00000002,
          s_CONin        = 32'h00000004,
          s_PCin         = 32'h00000008,
          s_IRin         = 32'h00000010,
          s_Yin          = 32'h00000020,
          s_Zin          = 32'h00000040,
          s_MARin        = 32'h00000080,
          s_MDRin        = 32'h00000100,
          s_OutPortin    = 32'h00000200,
          s_InPortout    = 32'h00000400,
          s_Read         = 32'h00000800,
          s_Write        = 32'h00001000,
          s_Cout         = 32'h00002000,
          s_BAout        = 32'h00004000,
          s_PCout        = 32'h00008000,
          s_MDRout       = 32'h00010000,
          s_ZHighout     = 32'h00020000,
          s_ZLowout      = 32'h00040000,
          s_HIout        = 32'h00080000,
          s_LOout        = 32'h00100000,
          s_Rin          = 32'h00200000,
          s_Rout         = 32'h00400000,
          s_Gra          = 32'h00800000,
          s_Grb          = 32'h01000000,
          s_Grc          = 32'h02000000,
          s_Glr          = 32'h04000000,
          s_Halt         = 32'h08000000;
parameter s_ADD = 32'b0 | (4'b0000 << 28), s_SUB = 32'b0   | (4'b0001 << 28), s_AND = 32'b0  | (4'b0010 << 28), 
          s_OR  = 32'b0 | (4'b0011 << 28), s_NEG = 32'b0   | (4'b0100 << 28), s_NOT = 32'b0  | (4'b0101 << 28), 
          s_SHR = 32'b0 | (4'b0110 << 28), s_SHRA = 32'b0  | (4'b0111 << 28), s_SHL = 32'b0  | (4'b1000 << 28), 
          s_ROR = 32'b0 | (4'b1001 << 28), s_ROL = 32'b0   | (4'b1010 << 28), s_MUL = 32'b0  | (4'b1011 << 28), 
          s_DIV = 32'b0 | (4'b1100 << 28), s_IncPC = 32'b0 | (4'b1101 << 28), s_NONE = 32'b0 | (4'b1110 << 28);
parameter T0 = 4'h0, T1 = 4'h1, T2 = 4'h2, T3 = 4'h3, 
          T4 = 4'h4, T5 = 4'h5, T6 = 4'h6, T7 = 4'h7, 
          IDLE = 4'h8, RESET_STATE = 4'h9;
parameter ADD = 5'b00000, SUB = 5'b00001, AND = 5'b00010, OR = 5'b00011, 
          SHR = 5'b00100, SHRA = 5'b00101, SHL = 5'b00110, ROR = 5'b00111, 
          ROL = 5'b01000, ADDI = 5'b01001, ANDI = 5'b01010, ORI = 5'b01011, 
          DIV = 5'b01100, MUL = 5'b01101, NEG = 5'b01110, NOT = 5'b01111, 
          LD = 5'b10000, LDI = 5'b10001, ST = 5'b10010, JAL = 5'b10011, 
          JR = 5'b10100, BR = 5'b10101, IN = 5'b10110, OUT = 5'b10111, 
          MFHI = 5'b11000, MFLO = 5'b11001, NOP = 5'b11010, HALT = 5'b11011;
reg [7:0] opcode_lut [0:27]; 
reg [N_SIGNALS-1:0] control_signals;
integer i;
initial begin
    opcode_lut[ADD]  = 8'b00011111;
    opcode_lut[SUB]  = 8'b00011111;
    opcode_lut[AND]  = 8'b00011111;
    opcode_lut[OR]   = 8'b00011111;
    opcode_lut[SHR]  = 8'b00011111;
    opcode_lut[SHRA] = 8'b00011111;
    opcode_lut[SHL]  = 8'b00011111;
    opcode_lut[ROR]  = 8'b00011111;
    opcode_lut[ROL]  = 8'b00011111;
    opcode_lut[ADDI] = 8'b00011111;
    opcode_lut[ANDI] = 8'b00011111;
    opcode_lut[ORI]  = 8'b00011111;
    opcode_lut[DIV]  = 8'b00111111;
    opcode_lut[MUL]  = 8'b00111111;
    opcode_lut[NEG]  = 8'b00001111;
    opcode_lut[NOT]  = 8'b00001111;
    opcode_lut[LD]   = 8'b01111111;
    opcode_lut[LDI]  = 8'b00011111;
    opcode_lut[ST]   = 8'b01111111;
    opcode_lut[JAL]  = 8'b00001111;
    opcode_lut[JR]   = 8'b00000111;
    opcode_lut[BR]   = 8'b00111111;
    opcode_lut[IN]   = 8'b00000111;
    opcode_lut[OUT]  = 8'b00000111;
    opcode_lut[MFHI] = 8'b00000111;
    opcode_lut[MFLO] = 8'b00000111;
    opcode_lut[NOP]  = 8'b00000011;
    opcode_lut[HALT] = 8'b00000111;
    for (i = 0; i < N_INSTRS; i = i + 1) begin
        ctrl_rom[i][T0] = s_PCout   | s_MARin | s_IncPC | s_Zin;
        ctrl_rom[i][T1] = s_ZLowout | s_PCin  | s_Read  | s_MDRin;
        ctrl_rom[i][T2] = s_MDRout  | s_IRin;
        ctrl_rom[i][T3] = 0;
        ctrl_rom[i][T4] = 0;
        ctrl_rom[i][T5] = 0;
        ctrl_rom[i][T6] = 0;
        ctrl_rom[i][T7] = 0;
    end
    ctrl_rom[ADD][T3]   = s_Grb   | s_Rout | s_Yin;
    ctrl_rom[ADD][T4]   = s_Grc   | s_Rout | s_Zin | s_ADD;
    ctrl_rom[ADD][T5]   = s_Gra   | s_Rin  | s_ZLowout;
    ctrl_rom[SUB][T3]   = s_Grb   | s_Rout | s_Yin;
    ctrl_rom[SUB][T4]   = s_Grc   | s_Rout | s_Zin | s_SUB;
    ctrl_rom[SUB][T5]   = s_Gra   | s_Rin  | s_ZLowout;
    ctrl_rom[AND][T3]   = s_Grb   | s_Rout | s_Yin;
    ctrl_rom[AND][T4]   = s_Grc   | s_Rout | s_Zin | s_AND;
    ctrl_rom[AND][T5]   = s_Gra   | s_Rin  | s_ZLowout;
    ctrl_rom[OR][T3]    = s_Grb   | s_Rout | s_Yin;
    ctrl_rom[OR][T4]    = s_Grc   | s_Rout | s_Zin | s_OR;
    ctrl_rom[OR][T5]    = s_Gra   | s_Rin  | s_ZLowout;
    ctrl_rom[SHR][T3]   = s_Grb   | s_Rout | s_Yin;
    ctrl_rom[SHR][T4]   = s_Grc   | s_Rout | s_Zin | s_SHR;
    ctrl_rom[SHR][T5]   = s_Gra   | s_Rin  | s_ZLowout;
    ctrl_rom[SHRA][T3]  = s_Grb   | s_Rout | s_Yin;
    ctrl_rom[SHRA][T4]  = s_Grc   | s_Rout | s_Zin | s_SHRA;
    ctrl_rom[SHRA][T5]  = s_Gra   | s_Rin  | s_ZLowout;
    ctrl_rom[SHL][T3]   = s_Grb   | s_Rout | s_Yin;
    ctrl_rom[SHL][T4]   = s_Grc   | s_Rout | s_Zin | s_SHL;
    ctrl_rom[SHL][T5]   = s_Gra   | s_Rin  | s_ZLowout;
    ctrl_rom[ROR][T3]   = s_Grb   | s_Rout | s_Yin;
    ctrl_rom[ROR][T4]   = s_Grc   | s_Rout | s_Zin | s_ROR;
    ctrl_rom[ROR][T5]   = s_Gra   | s_Rin  | s_ZLowout;
    ctrl_rom[ROL][T3]   = s_Grb   | s_Rout | s_Yin;
    ctrl_rom[ROL][T4]   = s_Grc   | s_Rout | s_Zin | s_ROL;
    ctrl_rom[ROL][T5]   = s_Gra   | s_Rin  | s_ZLowout;
    ctrl_rom[ADDI][T3]  = s_Grb   | s_Rout | s_Yin;
    ctrl_rom[ADDI][T4]  = s_Cout  | s_Zin  | s_ADD;
    ctrl_rom[ADDI][T5]  = s_Gra   | s_Rin  | s_ZLowout;
    ctrl_rom[ANDI][T3]  = s_Grb   | s_Rout | s_Yin;
    ctrl_rom[ANDI][T4]  = s_Cout  | s_Zin  | s_AND;
    ctrl_rom[ANDI][T5]  = s_Gra   | s_Rin  | s_ZLowout;
    ctrl_rom[ORI][T3]   = s_Grb   | s_Rout | s_Yin;
    ctrl_rom[ORI][T4]   = s_Cout  | s_Zin  | s_OR;
    ctrl_rom[ORI][T5]   = s_Gra   | s_Rin  | s_ZLowout;
    ctrl_rom[DIV][T3]   = s_Gra   | s_Rout | s_Yin;
    ctrl_rom[DIV][T4]   = s_Grb   | s_Rout | s_Zin  | s_DIV;
    ctrl_rom[DIV][T5]   = s_LOin  | s_ZLowout;
    ctrl_rom[DIV][T6]   = s_HIin  | s_ZHighout;
    ctrl_rom[MUL][T3]   = s_Gra   | s_Rout | s_Yin;
    ctrl_rom[MUL][T4]   = s_Grb   | s_Rout | s_Zin  | s_MUL;
    ctrl_rom[MUL][T5]   = s_LOin  | s_ZLowout;
    ctrl_rom[MUL][T6]   = s_HIin  | s_ZHighout;
    ctrl_rom[NEG][T3]   = s_Grb   | s_Rout | s_Zin | s_NEG;
    ctrl_rom[NEG][T4]   = s_Gra   | s_Rin  | s_ZLowout;
    ctrl_rom[NOT][T3]   = s_Grb   | s_Rout | s_Zin | s_NOT;
    ctrl_rom[NOT][T4]   = s_Gra   | s_Rin  | s_ZLowout;
    ctrl_rom[LD][T3]    = s_Grb   | s_Rout | s_BAout | s_Yin;
    ctrl_rom[LD][T4]    = s_Cout  | s_Zin  | s_ADD;
    ctrl_rom[LD][T5]    = s_MARin | s_ZLowout;
    ctrl_rom[LD][T6]    = s_Read  | s_MDRin;
    ctrl_rom[LD][T7]    = s_Gra   | s_Rin  | s_MDRout;
    ctrl_rom[LDI][T3]   = s_Grb   | s_Rout | s_BAout | s_Yin;
    ctrl_rom[LDI][T4]   = s_Cout  | s_Zin  | s_ADD;
    ctrl_rom[LDI][T5]   = s_Gra   | s_Rin  | s_ZLowout;
    ctrl_rom[ST][T3]    = s_Grb   | s_Rout | s_BAout | s_Yin;
    ctrl_rom[ST][T4]    = s_Cout  | s_Zin  | s_ADD;
    ctrl_rom[ST][T5]    = s_MARin | s_ZLowout;
    ctrl_rom[ST][T6]    = s_Gra   | s_Rout | s_MDRin;
    ctrl_rom[ST][T7]    = s_Write | s_MDRout;
    ctrl_rom[JAL][T3]   = s_Glr   | s_Rin  | s_PCout;
    ctrl_rom[JAL][T4]   = s_Gra   | s_Rout | s_PCin;
    ctrl_rom[JR][T3]    = s_Gra   | s_Rout | s_PCin;
    ctrl_rom[BR][T3]    = s_Gra   | s_Rout | s_CONin;
    ctrl_rom[BR][T4]    = s_PCout | s_Yin;
    ctrl_rom[BR][T5]    = s_Cout  | s_Zin  | s_ADD;
    ctrl_rom[BR][T6]    = s_ZLowout;  
    ctrl_rom[IN][T3]    = s_Gra   | s_Rin  | s_InPortout;
    ctrl_rom[OUT][T3]   = s_Gra   | s_Rout | s_OutPortin;
    ctrl_rom[MFHI][T3]  = s_Gra   | s_Rin  | s_HIout;
    ctrl_rom[MFLO][T3]  = s_Gra   | s_Rin  | s_LOout;
    ctrl_rom[HALT][T3]  = s_Halt;
    control_signals = 32'b0;
    tb_stop = 0;
end
wire [4:0] instr_id = IR[31:27];
wire [7:0] T_enable = opcode_lut[instr_id];
reg [3:0] current_state, next_state;
always @(*) begin
    if (current_state != RESET_STATE) begin
        control_signals = ctrl_rom[instr_id][current_state];
        if (instr_id == BR && current_state == T6) begin
            control_signals[3] = CON_FF;  
        end
    end
    else begin 
        control_signals = 32'b0;
    end
end
assign run = ~(control_signals[27] | stop);  
always @ (negedge clock, posedge reset) begin
  if (reset) begin
    current_state <= RESET_STATE;
    clear <= 1;
  end
  else if (run) begin
    clear <= 0;
    current_state <= next_state;
  end
  else begin  
    tb_stop <= 1;
  end
end
always @(*) begin
    case (current_state)
        RESET_STATE: next_state = T0;
        T7:          next_state = T0;
        default:
            if (T_enable[current_state]) begin
                next_state = current_state + 4'b1;
            end
            else begin
                next_state = T0;
            end
    endcase
end
assign HIin         = control_signals[0];
assign LOin         = control_signals[1];
assign CONin        = control_signals[2];
assign PCin         = control_signals[3];
assign IRin         = control_signals[4];
assign Yin          = control_signals[5];
assign Zin          = control_signals[6];
assign MARin        = control_signals[7];
assign MDRin        = control_signals[8];
assign OutPortin    = control_signals[9];
assign InPortout    = control_signals[10];
assign Read         = control_signals[11];
assign Write        = control_signals[12];
assign Cout         = control_signals[13];
assign BAout        = control_signals[14];
assign PCout        = control_signals[15];
assign MDRout       = control_signals[16];
assign ZHighout     = control_signals[17];
assign ZLowout      = control_signals[18];
assign HIout        = control_signals[19];
assign LOout        = control_signals[20];
assign Rin          = control_signals[21];
assign Rout         = control_signals[22];
assign Gra          = control_signals[23];
assign Grb          = control_signals[24];
assign Grc          = control_signals[25];
assign Glr          = control_signals[26];
assign ALU_op       = control_signals[31:28];
endmodule
</file>
<file path="flow/config.mk">
export PLATFORM = sky130hd
export DESIGN_NAME = control_unit
export DESIGN_NICKNAME = control_unit
export VERILOG_FILES = /design/flow/design.v
export SDC_FILE = /design/flow/constraint.sdc
export NUM_CORES = 4
export LEC_CHECK = 1
export CORE_AREA = 10 10 99 99
export DIE_AREA = 0 0 109 109
export SYNTH_MEMORY_MAX_BITS = 65536
</file>
<file path="flow/constraint.sdc">
current_design control_unit

set clk_period 5.0
set clk_io_pct 0.2

create_clock -name clk0 -period $clk_period [get_ports {clock}]

set non_clock_inputs [all_inputs -no_clocks]
set_input_delay [expr $clk_period * $clk_io_pct] -clock clk0 $non_clock_inputs
set_output_delay [expr $clk_period * $clk_io_pct] -clock clk0 [all_outputs]
</file>
==> flow_summary.ini <==
; synthesis and place-and-route metrics
[layout]
areaGrowthSynthToFinish_pct = 132
drive_gt1_share_pct = 64.5
seqCellArea_sq_um = 159
fill_cells = 634
logic_area_sq_mm = 0.00185

[timing]
fin_ws_ns = -1.01
hold_viol_final = 0
rsz0062_at_grt = yes
clock_skew_ns = 0.0431
slew_violations = 0
setup_viol = 36
setup_tns_ns = -26.19

[floorplanning]
core_sq_mm = 0.00773
die_width_um = 109
fp_util_pct = 20.9
die_area_sq_mm = 0.0119
ios = 70
die_h_um = 109
placementRows = 32

[routing]
drc = 0
drtAntennaViolNets = 0
first_pass_iters = 4
wirelength_um = 8440
wl_per_cell_um = 16.6
n_antenna_cell = 0
viasPerCell = 5.15
via_count = 2615
drt_iter0_markers = 214

[logic_synthesis]
edf_count = 1
top_area_share_pct = 7.89
synth-async-reset-ratio_pct = 83.3
ys_ff = 6
synthCells = 242
yosys_warnings = 1
yosys_area_sq_mm = 0.00162
most_common_cell = nand2_1
ys_cells = 242
flop_cell = dfstp_2
top_area_cell = nand2_1
avgSynthCellArea_sq_um = 6.69
synth_area_sq_mm = 0.00162
synth_cell_types = 70
ys_seq_share_pct = 9.82
top_cells_by_area = nand2_1, a21oi_1, ha_1, o21ai_0, dfstp_2
synthTopCellsByCount = nand2_1, a21oi_1, o21ai_0

[power_and_ir_drop]
powerDensity_mw_per_mm2 = 264
p_int_w = 0.000550
clkPwrFrac_pct = 9.0
sw_frac_of_total_pct = 44.5
peakVddDrop_mv = 0.254
p_total_w = 0.000992
combPwrFrac_pct = 83.1
pwr-share-seq_pct = 7.9
leakage_nw = 1.69
p_sw_w = 0.000442

[clock_network]
clk_latency_ns = 0.29
root_buffer = clkbuf_8
cts_buffer_depth = 2
clkSlewWorstSetupHoldPaths_ns = 0.03
cts_num_sinks = 6
htreeDepth = 1
cts_tree = done
cts_made_buffers = 3

[setup_path]
cpMaxStageDelayCell = dfstp_2
cpMostUsedCell = buf_6
worstPathRequired_ns = 4.00
crit_family = buffers and inverters
reg2regPathDepth = 18
critical_path_buf_inv_count = 7
worst_setup_path_end_kind = output port
crit_type = reg -> out
worstSetupPathDepth = 14
crit_arrival_ns = 5.01
start_kind = flip-flop
path_cells = ha_4 > ha_4 > buf_6 > buf_6 > buf_12 > nor2b_4 > o21ai_2 > nand2_2 > buf_6 > buf_6 > buf_6 > mux2i_2 > o211a_1 > buf_2
max_stage_delay_ns = 0.55
cp_max_fo = 4

[global_route]
grt_max_degree = 18
antenna_found_initial = 0
track_usage_pct = 13.2
grt_pass1_vias = 2549
grt_pass1_wl_um = 13000
grt-ovfl-total = 0

[status]
outcome = finished, violations left
violations = negative setup slack

[placement]
gp_routability_congestion = 0.976
hpwlAfterDp_um = 5330
io_buffer_count = 42

[job]
max_cap_viol_count = 0
warnings = 63

[hold_path]
hp-class = reg -> reg
min_path_cells = 1
registers in the layout, indices dropped and copies added, names as in the netlist:
name and flops:
current_state 4, clear 1, tb_stop 1
layout make-up:
cell class / instances / share of cell area (%)
clock buffers: 4 / 1.20
well taps: 102 / 3.40
flip-flops and latches: 6 / 4.23
clock inverters: 4 / 0.400
repair buffers: 178 / 40.1
inverters: 12 / 1.27
multi-input cells: 202 / 49.4
logic make-up after synthesis:
group / synth area share, %
AOI/OAI and AO/OA: 35.7
xor gates and xnor gates: 4.72
adders and majority gates: 6.19
buffers and inverters: 9.51
DFF: 9.82
muxes: 3.17
other: 0.232
and+or+nand+nor: 30.7
power groups by stage:
stage	clock network (W)	logic [W]	registers (W)
after CTS	0.0000905	0.000776	0.0000786
final	0.0000891	0.000824	0.0000787
after global routing	0.0000993	0.000890	0.0000815
path summary, 6_finish.rpt:
path	start	to	slack (ns)
max	current_state[3]	Gra	-1.01
min	clear	clear	0.50
max reg2reg	current_state[3]	current_state[1]	2.05
min reg2reg	clear	clear	0.50
max in group asynchronous	reset	current_state[3]	1.25
min in group asynchronous	reset	current_state[2]	3.43
per-stage QoR:
step | utilization, % | hold WS (ns) | setup WS, ns | cell area, sq um | instances
floorplan | - | 0.464 | -0.269 | 1740 | 242
global placement | 35.6 | 0.482 | -0.966 | 2750 | 446
detailed placement | 35.6 | 0.484 | -0.960 | 2750 | 446
CTS | 46.9 | 0.495 | -0.978 | 3620 | 507
global route | 48.6 | 0.513 | -1.12 | 3750 | 508
finish | 48.6 | 0.502 | -1.01 | 3750 | 508
timing repair:
action / in CTS / in global routing
setup buffers: 55 / 16
gates cloned: 0 / 0
pin swaps: 50 / 30
gates resized: 229 / 51
hold buffers: 0 / 0
setup endpoints to repair: 38 / 38
metal layers:
| metal | vias to the layer above | global-route usage, % | part of all wire [%] |
|---|---|---|---|
| li1 | 1223 | - | - |
| met1 | 1245 | 19.0 | 46 |
| met2 | 127 | 19.6 | 43 |
| met3 | 20 | 3.52 | 9.4 |
| met4 | 0 | 2.35 | 1.8 |
| met5 | - | 0 | 0 |
cells in the final DEF, fill, tap and decap left out, types with 3 or more instances in the layout:
cell type,instances
nor2_1,6
nor2_2,4
nor3_2,5
clkbuf_2,3
clkdlybuf4s50_1,5
o21ai_0,9
mux2i_1,3
buf_6,56
o21ai_1,6
nand2_1,24
dfstp_2,3
o211ai_1,3
nor3b_2,3
buf_4,80
ha_1,5
nand2_4,4
ha_4,3
a21oi_1,14
nor2_4,3
inv_1,14
a21oi_2,5
nand2b_1,3
o22ai_2,3
buf_2,29
o21ai_2,7
nand3_4,5
nand2_2,6
a31oi_1,4
nand3_1,6
clkbuf_8,3
xnor2_4,3
No activity file was given, so power comes from the tool's default toggle rates.
